File: flow/run.sh
#!/bin/bash
# OpenROAD 26Q1-2900-gdf79404cd8, Yosys 0.63+post, stock flow scripts
make -C /OpenROAD-flow-scripts/flow DESIGN_CONFIG=/design/flow/config.mk WORK_HOME=/design/flow/orfs finish
File: flow/config.mk
export PLATFORM = sky130hd
export DESIGN_NAME = handshake_p3
export DESIGN_NICKNAME = handshake_p3
export VERILOG_FILES = /design/flow/design.v
export SDC_FILE = /design/flow/constraint.sdc
export NUM_CORES = 4
export LEC_CHECK = 1
export CORE_AREA = 10 10 70 70
export DIE_AREA = 0 0 80 80
File: flow/constraint.sdc
current_design handshake_p3

set clk_period 1.4
set clk_io_pct 0.2

create_clock -name clk0 -period $clk_period [get_ports {clock}]

set non_clock_inputs [all_inputs -no_clocks]
set_input_delay [expr $clk_period * $clk_io_pct] -clock clk0 $non_clock_inputs
set_output_delay [expr $clk_period * $clk_io_pct] -clock clk0 [all_outputs]
File: flow/design.v
module handshake_p3(input clock, reset,
					input [3:0] ps2_data, input ps2_en,
					output reg [3:0] sound_code,	 
					input data_rq,		 
					output reg data_rd);		 
  parameter IDLE = 4'b0001, SEND = 4'b0010, CAPTURE = 4'b0100, WAIT = 4'b1000;
  reg [3:0] state_reg; 
  reg [3:0] state_next;
  always @(posedge clock) begin   
    if (reset) state_reg = IDLE;
    else state_reg = state_next;
    case (state_reg)
      IDLE: begin
        sound_code = 4'b0000;
        data_rd = 1'b0;
        if (data_rq) state_next = CAPTURE;
        else state_next = IDLE;
      end
      CAPTURE: begin
        sound_code = ps2_data;
        data_rd = 1'b0;
        if (ps2_en) state_next = SEND;
        else state_next = CAPTURE;
      end
      SEND: begin
        data_rd = 1'b1;
        if (~data_rq) state_next = WAIT;
        else state_next = SEND;
      end
      WAIT: begin
        data_rd = 1'b0;
        if (data_rq) state_next = IDLE;
        else state_next = WAIT;
      end
      default: begin 
        state_next = IDLE;
        sound_code = 4'b0000;
        data_rd = 1'b0;
      end
    endcase
  end  
endmodule
==> metrics.yaml <==
synth_stat.cells: 35
highest_clock_rate_mhz: 757
stage_log_warnings: 25
global_route_wire_length_before_repair_um: 1410
power.static_leakage_nw: 0.212
synth-seq-cells: 9
pwr_cell_area_nw_per_um2: 945
detail_route.first_pass.iterations: 5
top_cells_area: "edfxtp_1, dfxtp_1, and2_1"
grt_antenna_before_repair: 0
cts.clk_slew.worst_paths_ns: 0.06
syn_avg_cell_area_um2: 10.7
worst_ep_arrival_time_ns: 1.04
cap_violations: 0
postCtsHoldBufs: 0
synth.yosys.chip_area_um2: 373
cpPeakStageDelay_ns: 0.46
period_needed_ns: 1.32
route.vias.total: 302
clock_root_buffer: "clkbuf_4"
die_w_um: 80
detailedPlace.worstSlack_ns: -0.0873
timing.final.hold_violations: 0
routed_wirelength_um: 877
worstSetupPathType: "reg2out"
grt_start_max_net_pins: 9
postSynth.asyncResetShare: 0
die_area_um2: 6400
cts_htree_levels: 1
clk_path_buf_depth: 2
avgRoutedWirePerCell_um: 8.95
ios: 13
final_area_um2: 584
cts_tree: "done"
clock_insertion_delay_worst_skew_ns: 0.26
synth_cell_types: 17
hpwlAfterDp_um: 686
viasPerCell: 3.08
timing.critical_path.buf_inv: 1
core.rowCount: 21
holdPathEnd: "data_rd$_DFF_P_"
setup.worst_path.end_class: "output port"
critical_path.cell_chain: "clkdlybuf4s50_1"
initial_core_utilization: 0.109
startpoint_kind_of_the_worst_setup_timing_path: "register"
post-route-drc-count: 0
vdd_ir_drop_max_mv: 0.487
synthesis.yosys.warnings: 1
worstHoldStart: "state_next[0]$_DFF_P_"
initialDrtViolationCount: 14
report.final.setup_viol: 0
cts_made_buffers: 3
placed_cell_area_um2: 558
post_synth_inst_count: 35
slew-limit-headroom: 0.726
cts_repair_resize_count: 0
crit_path_max_fanout: 1
grt_setup_unrepaired: "false"
cts_post_setup_buffers_inserted: 0
ys_dominant_reg_cell: "dfxtp_1"
worst_slew_pin_slew_ns: 0.409
whs_path_depth: 2
clkSinkCount: 9
type_of_the_most_critical_hold_path: "reg2reg"
gpl.final_weighted_congestion: 0.774
report.final.slew_viol_count: 0
finalPower_mw: 0.552
area_growth_syn_to_layout_pct: 56.7
final_cycle_share: 0.944
run_status: "completed"
crit-reg2reg-launch: "state_next[1]$_DFF_P_"
cp_top_family: "buffers and inverters"
crit_required_ns: 1.12
grt_use_total: 0.0287
hold_ws_ns: 0.572
floorplan.core_area_um2: 3420
reg2reg_setup_slack_ns: 0.15
diodes: 0
crit_path_top_delay_cell: "clkdlybuf4s50_1"
yosysTopAreaCellShare: 0.322
synth.cell_area_um2: 373
die.size.y_um: 80
worstReg2RegEnd: "sound_code[0]$_SDFFCE_PP0N_"
ant_nets: 0
overflow: 0
ys_seq_share: 0.591
top_area_cell: "edfxtp_1"
timing.final.ws_setup_ns: 0.0785
worst-r2r-cell-count: 2
portBuffers: 12
synth.top_cells.by_count: "and2_1, dfxtp_1, edfxtp_1, nor2_1"
first_global_vias: 291
synth-edff-count: 4
drive_above_1_share: 0.0962
worst_clock_skew_ns: 0.00717
==> kinds of logic after synthesis <==
group / after synthesis / share of synthesized area
simple gates: 19 / 0.299
compound gates: 7 / 0.111
flops: 9 / 0.591
==> power breakdown <==
group	switching, mW	internal [mW]	leakage, nW	total [mW]
clock	0.0868	0.110	0.0150	0.196
sequential	0.0108	0.285	0.0899	0.296
combinational	0.0190	0.0410	0.107	0.0600
total	0.117	0.436	0.212	0.552
==> cell usage in the layout (no fill, tap or decap) <==
| master | Yosys | final |
|---|---|---|
| nor2_1 | 4 | 4 |
| buf_4 | 0 | 1 |
| edfxtp_1 | 4 | 4 |
| o21ai_0 | 3 | 3 |
| and2_1 | 5 | 5 |
| dfxtp_1 | 5 | 5 |
| nor2b_1 | 1 | 1 |
| nand2_1 | 3 | 3 |
| clkbuf_4 | 0 | 3 |
| clkbuf_1 | 0 | 1 |
| and3b_1 | 1 | 1 |
| o21a_1 | 1 | 1 |
| o22ai_1 | 1 | 1 |
| nand3_1 | 1 | 1 |
| nor3_1 | 1 | 1 |
| clkdlybuf4s50_1 | 0 | 12 |
| nor2b_4 | 1 | 1 |
| a211oi_1 | 1 | 1 |
| nor4b_1 | 1 | 1 |
| o21ai_1 | 1 | 1 |
| and3_1 | 1 | 1 |
==> final cells by class <==
cell class	instances	area, um^2
fillers	378	2830
well taps	46	57.6
multi-input cells	26	153
clock buffers	4	26.3
repair buffers	13	128
flip-flops and latches	9	220
==> metal layers <==
layer  vias up  GRT usage  part of all wire
met5         -          0                 0
li1        159          -                 -
met1       129     0.0387              0.49
met3         2     0.0250              0.15
met4         0    0.00176            0.0080
met2        12     0.0345              0.35
==> metrics by stage <==
stage / TNS, ns / instances / utilization
2_1_floorplan: 0 / 35 / -
6_report: 0 / 98 / 0.171
5_1_grt: 0 / 98 / 0.171
3_3_place_gp: -0.479 / 94 / 0.163
4_1_cts: 0 / 98 / 0.171
3_5_place_dp: -0.515 / 94 / 0.163
==> state kept, by name, indices dropped and copies added, names as in the netlist <==
signal,cells
sound_code,4
data_rd,1
state_next,4
==> worst max path at each step <==
stage / startpoint / endpoint / cells past startpoint
CTS: data_rd$_DFF_P_ / data_rd / 1
global route: data_rd$_DFF_P_ / data_rd / 1
finish: sound_code[1]$_SDFFCE_PP0N_ / sound_code[1] / 1
No activity file was given, so power comes from the tool's default toggle rates.
